==> flow/design.v <==
module	DFFQ #(parameter WIDTH=32)( CLK, D, Q );
input	CLK;
input		[WIDTH-1:0] 	D;
output	reg	[WIDTH-1:0] 	Q;
always @(posedge CLK)	Q <= D;
endmodule
module full_adder(
input A,
input B,
input CI,
output reg S,
output reg CO
);
always @ (A, B, CI) begin
    case ({A, B, CI})
        3'b000: begin S=0; CO=0; end
        3'b001: begin S=1; CO=0; end
        3'b010: begin S=1; CO=0; end
        3'b011: begin S=0; CO=1; end
        3'b100: begin S=1; CO=0; end
        3'b101: begin S=0; CO=1; end
        3'b110: begin S=0; CO=1; end
        3'b111: begin S=1; CO=1; end
    endcase
end
endmodule
module half_adder(
input A,
input B,
output reg S,
output reg CO
);
always @ (A, B) begin
    case ({A, B})
        2'b00: begin S=0; CO=0; end
        2'b01: begin S=1; CO=0; end
        2'b10: begin S=1; CO=0; end
        2'b11: begin S=0; CO=1; end
    endcase
end
endmodule
module	MUL_reconfigurable_3_3 ( A, B, SignI, SignW, MUL );
input	[1:0] 	A, B;
input 	SignI, 	SignW;
output	[5:0]	MUL;
wire 	[10:0] 	PP;
wire 	[2:0] 	A_Ext, B_Ext;
assign 	A_Ext	= {SignI & A[1], A[1:0]};
assign 	B_Ext	= {SignW & B[1], B[1:0]};
assign 	PP[0]	= A_Ext[0]	& B_Ext[0];
assign 	PP[1]	= A_Ext[1]	& B_Ext[0];
assign	PP[2]	= ~ ( A_Ext[2] 	& B_Ext[0] );
assign 	PP[3] 	= 1'b1;
assign 	PP[4] 	= A_Ext[0]	& B_Ext[1];
assign 	PP[5] 	= A_Ext[1]	& B_Ext[1];
assign	PP[6]	= ~ ( A_Ext[2] 	& B_Ext[1] );
assign	PP[7]	= ~ ( A_Ext[0] 	& B_Ext[2] );
assign	PP[8]	= ~ ( A_Ext[1] 	& B_Ext[2] );
assign 	PP[9] 	= A_Ext[2]	& B_Ext[2];
assign 	PP[10] 	= 1'b1;
wire 	HA_0_CO, FA_0_S, FA_0_CO, HA_1_CO, FA_1_S, FA_1_CO, FA_2_CO, FA_3_CO;
wire	NOCONNECT;
assign 	MUL[0] 	= PP[0];
half_adder 	HA_0 	( .A(PP[1]),	.B(PP[4]),	.S(MUL[1]),	.CO(HA_0_CO) );
full_adder 	FA_0 	( .A(PP[7]), 	.B(PP[5]), 	.CI(HA_0_CO),	.S(FA_0_S),	.CO(FA_0_CO) );
half_adder	HA_1	( .A(PP[2]), 	.B(FA_0_S),	.S(MUL[2]),	.CO(HA_1_CO) );
full_adder 	FA_1	( .A(PP[6]), 	.B(PP[8]),	.CI(FA_0_CO),	.S(FA_1_S),	.CO(FA_1_CO) );
full_adder	FA_2	( .A(PP[3]), 	.B(FA_1_S),	.CI(HA_1_CO), 	.S(MUL[3]), .CO(FA_2_CO) );
full_adder 	FA_3 	( .A(PP[9]), 	.B(FA_1_CO),	.CI(FA_2_CO), 	.S(MUL[4]),	.CO(FA_3_CO) );
half_adder	HA_2	( .A(PP[10]),	.B(FA_3_CO), 	.S(MUL[5]), .CO(NOCONNECT));
endmodule
module pe	( CLK, Input_Feature, Weight, i_SignI, i_SignW, Output_PSUM );
input	CLK;
input	[8 * 2-1:0]	Input_Feature;
input	[8 * 2-1:0]	Weight;
input	i_SignI, i_SignW;
output 	signed	[9-1:0]	Output_PSUM;
wire	[8 * 6-1:0]	Dot_Product;
sip_dot	sip_dot	( .i_Act(Input_Feature), .i_Weight(Weight), .i_SignI(i_SignI), .i_SignW(i_SignW), .o_sip_dot(Dot_Product) );
wire	signed	[9-1:0]	sip_dot_add;
sip_dot_adder	sip_dot_adder	( .i_sip_dot(Dot_Product), .o_sip_dot_adder(sip_dot_add) );
DFFQ	#(9)	DFFQ_SIP_DOT_ADD	( .CLK(CLK), .D(sip_dot_add), .Q(Output_PSUM) );
endmodule
module	sip_dot	( i_Act, i_Weight, i_SignI, i_SignW, o_sip_dot );
input	[8 * 2-1:0]	i_Act;
input	[8 * 2-1:0]	i_Weight;
input	i_SignI, i_SignW;
output	[8 * 6-1:0]	o_sip_dot;
genvar i;
generate
	for (i=0;i<8;i=i+1) begin: sip_dot_dot_forloop
		MUL_reconfigurable_3_3 mul ( .A(i_Act[2*i +: 2]), .B(i_Weight[2*i +: 2]), .SignI(i_SignI), .SignW(i_SignW), .MUL(o_sip_dot[6*i +: 6]) );
	end
endgenerate
endmodule
module	sip_dot_adder ( i_sip_dot, o_sip_dot_adder );
input	[8 * 6-1:0]	i_sip_dot;
output	signed	[9-1:0]	o_sip_dot_adder;
wire	signed	[6-1:0]	i_sip_dot_vector	[0:8-1];
wire	signed	[9-1:0]	sip_dotadd;
genvar i;
generate
for (i=0;i<8;i=i+1)	begin: i_sip_dot_forloop
	assign	i_sip_dot_vector[i]	= i_sip_dot[6*i +: 6];
end
endgenerate
assign	o_sip_dot_adder	= sip_dotadd;
assign sip_dotadd = i_sip_dot_vector[0] + i_sip_dot_vector[1] + i_sip_dot_vector[2] + i_sip_dot_vector[3] + i_sip_dot_vector[4] + i_sip_dot_vector[5] + i_sip_dot_vector[6] + i_sip_dot_vector[7];
endmodule
==> flow/run.sh <==
#!/bin/bash
# OpenROAD 26Q1-2900-gdf79404cd8, Yosys 0.63+post, stock flow scripts
make -C /OpenROAD-flow-scripts/flow DESIGN_CONFIG=/design/flow/config.mk WORK_HOME=/design/flow/orfs finish
==> flow/config.mk <==
export PLATFORM = sky130hd
export DESIGN_NAME = pe
export DESIGN_NICKNAME = pe
export VERILOG_FILES = /design/flow/design.v
export SDC_FILE = /design/flow/constraint.sdc
export NUM_CORES = 4
export LEC_CHECK = 1
export CORE_UTILIZATION = 50
==> flow/constraint.sdc <==
current_design pe

set clk_period 7.4
set clk_io_pct 0.2

create_clock -name clk0 -period $clk_period [get_ports {CLK}]

set non_clock_inputs [all_inputs -no_clocks]
set_input_delay [expr $clk_period * $clk_io_pct] -clock clk0 $non_clock_inputs
set_output_delay [expr $clk_period * $clk_io_pct] -clock clk0 [all_outputs]
==> run summary <==
The full implementation flow was run.

The flow ran to the end, and the final reports show no timing, DRC or antenna violations. The mean routed wirelength per cell stands at approximately 11 um. The share of synthesized registers carrying an async set or reset stands at 0%. The minimum period implied by the final worst setup slack stands at 7130 ps. For hold timing, the worst endpoint is DFFQ_SIP_DOT_ADD.Q[1].

The count of max-cap constraint violations stands at 0. The post-synthesis area per instance stands at between 7 and 8 um2. In the detailed route, the total length drawn on met3 is 270 um. The pin count of the biggest net entering global routing stands at 19. The aggregate global-route resource usage stands at about 19%. Per the synthesis report, the dominant area consumer among library cells is sky130_fd_sc_hd__ha_1. Of all nets on the critical path, the largest fanout is 3. The critical path required time stands at about 7500 ps. The number of global-route vias before repair was 2635.

STA classifies the critical path startpoint as a primary input. The largest registers in the layout are DFFQ_SIP_DOT_ADD.Q (9). Sorting the synthesized cells by area gives the leading types as sky130_fd_sc_hd__ha_1 33%, sky130_fd_sc_hd__fa_1 19%, sky130_fd_sc_hd__inv_1 12%.

The tool warning count for the run is 53. The number of instances in the synthesized netlist stands at around 450. The core area stands at roughly 6800 um2. For the final routed database, the setup TNS stands at 0 ps. The final report lists a non-filler cell total of 604. The routed via count divided by cell count stands at 4.54. The worst setup path is captured at a register. TritonCTS created 3 clock buffers.

The number of I/O pins stands at roughly 44. TritonCTS built the clock tree. The number of cells in Yosys stat stands at between 400 and 500. Per the final layout report, the fraction of cells sized above drive strength 1 comes to 6.51%.

STA puts the critical path data arrival time at slightly above 7000 ps. The placed instance count stands at ~600. Setup violations remaining at the end of the flow were counted as 0.

The number of remaining DRC errors stands at 0. The tally of buffers added on design ports stands at ~43. The stat command in Yosys gives a chip area of around 3500 um2. In the hold timing report, the worst path depth is 6. The timing report gives the clock slew at the launch and capture registers of the worst setup and hold paths as ~50 ps. The number of cell rows stands at 30. The CTS sink count stands at 9.

After detailed routing, no signal wire sits above met4. Before placement the cells fill 51.7% of the core. The post-synth register bit count is 9. The final max-slew violation count stands at 0. The count of TritonRoute iterations in the first routing pass stands at 4. The remaining global-route overflow stands at 0.

After layout, the worst setup slack is 266 ps. The post-synthesis instance area stands at roughly 3500 um2. On the critical path, the stage with the largest delay is an instance of sky130_fd_sc_hd__fa_1.

The share of synthesized area occupied by flip-flops and latches stands at 5.12%. The detailed router's first-iteration violation count stands at between 50 and 60. The die covers approximately 7400 um2. The number of flip-flops in the largest register stands at 9.

The routed length on met1 stands at roughly 3.3 mm. Note that the worst hold path type here is in -> reg. Counting flops per register, the top entry is DFFQ_SIP_DOT_ADD.Q. The final critical-path share of the clock period stands at around 96%.

The flow measured a signed area growth from synthesis to layout of 22.0%. Looking at the clock tree report, the H-tree level count equals 1. The maximum buffer depth of the clock tree stands at 2. The stage delay of the slowest cell on the critical path stands at 560 ps.

The global-route wire length before repair stands at 11.2 mm. Per the timing report, the achievable frequency comes out to 140 MHz. The critical path is of the in -> reg type. The number of endpoints with negative hold slack in the final report stands at 0. The slew at the pin with the worst max-slew slack stands at around 430 ps. For this block, the via count after detailed routing is 2740. Per the synth stats, the flop cell with the highest instance count is sky130_fd_sc_hd__dfxtp_1. Detailed placement ended at an HPWL of around 5.6 mm. The number of different library cells used by synthesis comes to 23. The portion of synthesized cell area occupied by the leading cell type stands at between 30% and 40%.

The final weighted congestion of routability-driven global placement stands at 0.852. The worst hold path begins at Weight[1]. For this run, the number of Yosys warnings is 4. The number of antenna violations at the first check in global routing was 1.

Per the detail_route log, met2 wirelength is 2.80 mm. The final wirelength stands at around 6.4 mm. The die extent in y stands at roughly 86 um.

The cell sitting at the root of the clock tree is a sky130_fd_sc_hd__clkbuf_8. The max-slew check reports its worst relative slack as a little under three quarters. The number of nets with antenna violations after detailed routing stands at 0. Counting flops with a built-in enable in the synthesized netlist gives 0.

At the placement stage, the worst setup path has a slack of -246 ps. From left edge to right edge, the die measures roughly 86 um.
==> final cells by class <==
cell class / count / area (um2)
Antenna cell: 1 / 2.50
Fill cell: 594 / 2510
Multi-Input combinational cell: 323 / 2960
Clock inverter: 1 / 5.00
Clock buffer: 3 / 41.3
Inverter: 111 / 417
Timing Repair Buffer: 60 / 563
Sequential cell: 9 / 180
Tap cell: 96 / 120
==> critical path, delay by kind of cell <==
| family | cells | cell delay (ps) |
|---|---|---|
| AND-OR/OR-AND | 4 | 340 |
| XOR/XNOR | 2 | 240 |
| adder cells (fa/ha/maj) | 11 | 3750 |
| buffers and inverters | 5 | 790 |
| AND/OR/NAND/NOR | 7 | 650 |
==> through the flow <==
| step | utilization [%] | area, um2 | hold slack (ps) |
|---|---|---|---|
| after floorplan | - | 3520 | 1740 |
| after global placement | 61.3 | 4160 | 2140 |
| after detailed placement | 61.3 | 4160 | 2130 |
| after CTS | 62.0 | 4210 | 2210 |
| after global routing | 63.1 | 4290 | 2240 |
| final | 63.1 | 4290 | 2190 |
==> layout by cell type (no fill, tap or decap) <==
| cell type | count |
|---|---|
| sky130_fd_sc_hd__o211ai_1 | 1 |
| sky130_fd_sc_hd__ha_4 | 2 |
| sky130_fd_sc_hd__dlymetal6s2s_1 | 2 |
| sky130_fd_sc_hd__xnor2_1 | 20 |
| sky130_fd_sc_hd__a2bb2oi_2 | 1 |
| sky130_fd_sc_hd__ha_2 | 1 |
| sky130_fd_sc_hd__and2_4 | 2 |
| sky130_fd_sc_hd__xnor2_2 | 1 |
| sky130_fd_sc_hd__a211oi_1 | 1 |
| sky130_fd_sc_hd__dfxtp_1 | 9 |
| sky130_fd_sc_hd__clkinv_2 | 1 |
| sky130_fd_sc_hd__and3_1 | 1 |
| sky130_fd_sc_hd__xor2_1 | 7 |
| sky130_fd_sc_hd__clkdlybuf4s50_1 | 41 |
| sky130_fd_sc_hd__a21oi_1 | 12 |
| sky130_fd_sc_hd__or3_1 | 1 |
| sky130_fd_sc_hd__nor2_1 | 16 |
| sky130_fd_sc_hd__o21ai_0 | 12 |
| sky130_fd_sc_hd__o21bai_1 | 3 |
| sky130_fd_sc_hd__nand2_1 | 72 |
| sky130_fd_sc_hd__nand3_1 | 6 |
| sky130_fd_sc_hd__nor3_1 | 1 |
| sky130_fd_sc_hd__diode_2 | 1 |
| sky130_fd_sc_hd__nor2_2 | 1 |
| sky130_fd_sc_hd__fa_1 | 33 |
| sky130_fd_sc_hd__o21ai_1 | 1 |
| sky130_fd_sc_hd__ha_1 | 91 |
| sky130_fd_sc_hd__and2_1 | 16 |
| sky130_fd_sc_hd__inv_1 | 111 |
| sky130_fd_sc_hd__o21a_1 | 14 |
| sky130_fd_sc_hd__clkbuf_8 | 3 |
| sky130_fd_sc_hd__a21o_1 | 3 |
| sky130_fd_sc_hd__a21oi_2 | 4 |
| sky130_fd_sc_hd__buf_4 | 17 |
==> cells by family after synthesis <==
kind of cell | after synthesis | share of synthesized area [%]
DFF | 9 | 5.12
adders and majority gates | 127 | 52.2
buffers and inverters | 115 | 12.3
xor gates and xnor gates | 28 | 6.98
and+or+nand+nor | 116 | 14.1
AOI/OAI and AO/OA | 52 | 9.25
==> cell usage after synthesis, types with 7 or more instances <==
cell type                 number
sky130_fd_sc_hd__o21ai_0      13
sky130_fd_sc_hd__ha_1         94
sky130_fd_sc_hd__and2_1       18
sky130_fd_sc_hd__inv_1       111
sky130_fd_sc_hd__o21a_1       14
sky130_fd_sc_hd__fa_1         33
sky130_fd_sc_hd__xnor2_1      21
sky130_fd_sc_hd__xor2_1        7
sky130_fd_sc_hd__nor2_1       17
sky130_fd_sc_hd__dfxtp_1       9
sky130_fd_sc_hd__a21oi_1      16
sky130_fd_sc_hd__nand2_1      72
==> layer usage <==
metal | vias up | track usage, %
li1 | 1494 | -
met3 | 2 | 3.32
met5 | - | 0
met1 | 1206 | 30.4
met2 | 38 | 30.8
met4 | 0 | 0.758
==> how the worst max path moves through the flow <==
stage / slack (ps) / end / depth (start not counted) / start
6_report: 270 / DFFQ_SIP_DOT_ADD.Q[6] / 29 / Weight[0]
5_1_grt: -20 / DFFQ_SIP_DOT_ADD.Q[7] / 28 / Weight[0]
4_1_cts: 0.9 / DFFQ_SIP_DOT_ADD.Q[8] / 29 / Weight[1]
==> what timing repair did <==
| item | CTS | global route |
|---|---|---|
| setup buffers | 0 | 2 |
| gates resized | 1 | 14 |
| endpoints found under the hold margin | 0 | 0 |
| setup endpoints to repair | 2 | 5 |
| hold buffers | 0 | 0 |
| cloned | 0 | 0 |
| pin swaps | 1 | 12 |
