`design/flow/design.v`:
```
module mux_fusion_2b ( Precision, I, W, I_MUX, W_MUX );
input	[3:0]	Precision;
input	[31:0]	I, W;
output	reg	[31:0]	I_MUX, W_MUX;
always @(*) begin
	case (Precision)
		default:	I_MUX	<= I;
		4'b00_00:	I_MUX	<= I;
		4'b01_00: begin
			I_MUX[2*0+:2]	<= I[2*0+:2];
			I_MUX[2*1+:2]	<= I[2*2+:2];
			I_MUX[2*2+:2]	<= I[2*4+:2];
			I_MUX[2*3+:2]	<= I[2*6+:2];
			I_MUX[2*4+:2]	<= I[2*1+:2];
			I_MUX[2*5+:2]	<= I[2*3+:2];
			I_MUX[2*6+:2]	<= I[2*5+:2];
			I_MUX[2*7+:2]	<= I[2*7+:2];
			I_MUX[2*8+:2]	<= I[2*8+:2];
			I_MUX[2*9+:2]	<= I[2*10+:2];
			I_MUX[2*10+:2]	<= I[2*12+:2];
			I_MUX[2*11+:2]	<= I[2*14+:2];
			I_MUX[2*12+:2]	<= I[2*9+:2];
			I_MUX[2*13+:2]	<= I[2*11+:2];
			I_MUX[2*14+:2]	<= I[2*13+:2];
			I_MUX[2*15+:2]	<= I[2*15+:2];
		end
		4'b00_01: begin
			I_MUX[2*0+:2]	<= I[2*0+:2];
			I_MUX[2*1+:2]	<= I[2*0+:2];
			I_MUX[2*2+:2]	<= I[2*1+:2];
			I_MUX[2*3+:2]	<= I[2*1+:2];
			I_MUX[2*4+:2]	<= I[2*2+:2];
			I_MUX[2*5+:2]	<= I[2*2+:2];
			I_MUX[2*6+:2]	<= I[2*3+:2];
			I_MUX[2*7+:2]	<= I[2*3+:2];
			I_MUX[2*8+:2]	<= I[2*4+:2];
			I_MUX[2*9+:2]	<= I[2*4+:2];
			I_MUX[2*10+:2]	<= I[2*5+:2];
			I_MUX[2*11+:2]	<= I[2*5+:2];
			I_MUX[2*12+:2]	<= I[2*6+:2];
			I_MUX[2*13+:2]	<= I[2*6+:2];
			I_MUX[2*14+:2]	<= I[2*7+:2];
			I_MUX[2*15+:2]	<= I[2*7+:2];
		end
		4'b10_00: begin
			I_MUX[2*0+:2]	<= I[2*0+:2];
			I_MUX[2*1+:2]	<= I[2*4+:2];
			I_MUX[2*2+:2]	<= I[2*8+:2];
			I_MUX[2*3+:2]	<= I[2*12+:2];
			I_MUX[2*4+:2]	<= I[2*1+:2];
			I_MUX[2*5+:2]	<= I[2*5+:2];
			I_MUX[2*6+:2]	<= I[2*9+:2];
			I_MUX[2*7+:2]	<= I[2*13+:2];
			I_MUX[2*8+:2]	<= I[2*2+:2];
			I_MUX[2*9+:2]	<= I[2*6+:2];
			I_MUX[2*10+:2]	<= I[2*10+:2];
			I_MUX[2*11+:2]	<= I[2*14+:2];
			I_MUX[2*12+:2]	<= I[2*3+:2];
			I_MUX[2*13+:2]	<= I[2*7+:2];
			I_MUX[2*14+:2]	<= I[2*11+:2];
			I_MUX[2*15+:2]	<= I[2*15+:2];
		end
		4'b00_10, 4'b01_10, 4'b10_10: begin
			I_MUX[2*0+:2]	<= I[2*0+:2];
			I_MUX[2*1+:2]	<= I[2*0+:2];
			I_MUX[2*2+:2]	<= I[2*0+:2];
			I_MUX[2*3+:2]	<= I[2*0+:2];
			I_MUX[2*4+:2]	<= I[2*1+:2];
			I_MUX[2*5+:2]	<= I[2*1+:2];
			I_MUX[2*6+:2]	<= I[2*1+:2];
			I_MUX[2*7+:2]	<= I[2*1+:2];
			I_MUX[2*8+:2]	<= I[2*2+:2];
			I_MUX[2*9+:2]	<= I[2*2+:2];
			I_MUX[2*10+:2]	<= I[2*2+:2];
			I_MUX[2*11+:2]	<= I[2*2+:2];
			I_MUX[2*12+:2]	<= I[2*3+:2];
			I_MUX[2*13+:2]	<= I[2*3+:2];
			I_MUX[2*14+:2]	<= I[2*3+:2];
			I_MUX[2*15+:2]	<= I[2*3+:2];
		end
		4'b01_01: begin
			I_MUX[2*0+:2]	<= I[2*0+:2];
			I_MUX[2*1+:2]	<= I[2*0+:2];
			I_MUX[2*2+:2]	<= I[2*2+:2];
			I_MUX[2*3+:2]	<= I[2*2+:2];
			I_MUX[2*4+:2]	<= I[2*1+:2];
			I_MUX[2*5+:2]	<= I[2*1+:2];
			I_MUX[2*6+:2]	<= I[2*3+:2];
			I_MUX[2*7+:2]	<= I[2*3+:2];
			I_MUX[2*8+:2]	<= I[2*4+:2];
			I_MUX[2*9+:2]	<= I[2*4+:2];
			I_MUX[2*10+:2]	<= I[2*6+:2];
			I_MUX[2*11+:2]	<= I[2*6+:2];
			I_MUX[2*12+:2]	<= I[2*5+:2];
			I_MUX[2*13+:2]	<= I[2*5+:2];
			I_MUX[2*14+:2]	<= I[2*7+:2];
			I_MUX[2*15+:2]	<= I[2*7+:2];
		end
		4'b10_01: begin
			I_MUX[2*0+:2]	<= I[2*0+:2];
			I_MUX[2*1+:2]	<= I[2*0+:2];
			I_MUX[2*2+:2]	<= I[2*4+:2];
			I_MUX[2*3+:2]	<= I[2*4+:2];
			I_MUX[2*4+:2]	<= I[2*1+:2];
			I_MUX[2*5+:2]	<= I[2*1+:2];
			I_MUX[2*6+:2]	<= I[2*5+:2];
			I_MUX[2*7+:2]	<= I[2*5+:2];
			I_MUX[2*8+:2]	<= I[2*2+:2];
			I_MUX[2*9+:2]	<= I[2*2+:2];
			I_MUX[2*10+:2]	<= I[2*6+:2];
			I_MUX[2*11+:2]	<= I[2*6+:2];
			I_MUX[2*12+:2]	<= I[2*3+:2];
			I_MUX[2*13+:2]	<= I[2*3+:2];
			I_MUX[2*14+:2]	<= I[2*7+:2];
			I_MUX[2*15+:2]	<= I[2*7+:2];
		end
	endcase
end
always @(*) begin
	case (Precision)
		default:	W_MUX	<= W;
		4'b00_00, 4'b00_01, 4'b00_10:	W_MUX	<= W;
		4'b01_00, 4'b01_01, 4'b01_10: begin
			W_MUX[2*0+:2]	<= W[2*0+:2];
			W_MUX[2*1+:2]	<= W[2*1+:2];
			W_MUX[2*2+:2]	<= W[2*2+:2];
			W_MUX[2*3+:2]	<= W[2*3+:2];
			W_MUX[2*4+:2]	<= W[2*0+:2];
			W_MUX[2*5+:2]	<= W[2*1+:2];
			W_MUX[2*6+:2]	<= W[2*2+:2];
			W_MUX[2*7+:2]	<= W[2*3+:2];
			W_MUX[2*8+:2]	<= W[2*4+:2];
			W_MUX[2*9+:2]	<= W[2*5+:2];
			W_MUX[2*10+:2]	<= W[2*6+:2];
			W_MUX[2*11+:2]	<= W[2*7+:2];
			W_MUX[2*12+:2]	<= W[2*4+:2];
			W_MUX[2*13+:2]	<= W[2*5+:2];
			W_MUX[2*14+:2]	<= W[2*6+:2];
			W_MUX[2*15+:2]	<= W[2*7+:2];
		end
		4'b10_00, 4'b10_01, 4'b10_10: begin
			W_MUX[2*0+:2]	<= W[2*0+:2];
			W_MUX[2*1+:2]	<= W[2*1+:2];
			W_MUX[2*2+:2]	<= W[2*2+:2];
			W_MUX[2*3+:2]	<= W[2*3+:2];
			W_MUX[2*4+:2]	<= W[2*0+:2];
			W_MUX[2*5+:2]	<= W[2*1+:2];
			W_MUX[2*6+:2]	<= W[2*2+:2];
			W_MUX[2*7+:2]	<= W[2*3+:2];
			W_MUX[2*8+:2]	<= W[2*0+:2];
			W_MUX[2*9+:2]	<= W[2*1+:2];
			W_MUX[2*10+:2]	<= W[2*2+:2];
			W_MUX[2*11+:2]	<= W[2*3+:2];
			W_MUX[2*12+:2]	<= W[2*0+:2];
			W_MUX[2*13+:2]	<= W[2*1+:2];
			W_MUX[2*14+:2]	<= W[2*2+:2];
			W_MUX[2*15+:2]	<= W[2*3+:2];
		end
	endcase
end
endmodule
```
`design/flow/run.sh`:
```
#!/bin/bash
# OpenROAD 26Q1-2900-gdf79404cd8, Yosys 0.63+post, stock flow scripts
make -C /OpenROAD-flow-scripts/flow DESIGN_CONFIG=/design/flow/config.mk WORK_HOME=/design/flow/orfs finish
```
`design/flow/config.mk`:
```
export PLATFORM = sky130hd
export DESIGN_NAME = mux_fusion_2b
export DESIGN_NICKNAME = mux_fusion_2b
export VERILOG_FILES = /design/flow/design.v
export SDC_FILE = /design/flow/constraint.sdc
export NUM_CORES = 4
export LEC_CHECK = 1
export CORE_AREA = 10 10 92 92
export DIE_AREA = 0 0 102 102
```
`design/flow/constraint.sdc`:
```
current_design mux_fusion_2b

set clk_period 5.9
set clk_io_pct 0.2

create_clock -name clk0 -period $clk_period

set non_clock_inputs [all_inputs -no_clocks]
set_input_delay [expr $clk_period * $clk_io_pct] -clock clk0 $non_clock_inputs
set_output_delay [expr $clk_period * $clk_io_pct] -clock clk0 [all_outputs]
```
==> flow_metrics.py <==
# Synthesis and PnR figures
metrics = {
    "detailed_routing": {
        "wl_mm": 10.3,
        "num_vias": 2905,
        "viasPerCell": 6.21,
        "antenna_cells": 0,
        "drc": 0,
        "ant_nets": 0,
        "wl_per_cell_um": 22.0,
        "first_pass_iters": 5,
        "drtIter0Drc": 238,
    },
    "power_and_ir_drop": {
        "p_leak_nw": 1.14,
        "clockPowerShare_pct": 0,
        "p_sw_share_pct": 41.6,
        "comb_power_share_pct": 100.0,
        "peakVddDrop_mv": 0.0461,
        "power_switching_mw": 0.124,
        "p_per_area_nw_per_um2": 92.6,
        "seqPwrFrac_pct": 0,
        "internal-power_mw": 0.174,
    },
    "timing": {
        "worst_pin_slew_ns": 0.958,
        "setup_slack_ns": 0.817,
        "fmax_mhz": 197,
        "fin_setup_tns_ns": 0,
        "setup_viol": 0,
        "maxSlewHeadroom_pct": 35.6,
        "fin_crit_sh_pct": 86.2,
        "rsz0062_at_grt": "no",
        "finalHoldViolations": 0,
        "final-max-slew-violation-count": 0,
        "min_period_ns": 5.08,
    },
    "worst_setup_path": {
        "path_buffers": 3,
        "cp_top_family": "buffers and inverters",
        "end_kind": "primary output",
        "arrival_ns": 3.90,
        "crit_fanout": 12,
        "crit_slowest_cell": "clkdlybuf4s50_1",
        "crit_path_max_incr_delay_ns": 0.67,
        "crit_chain": "clkdlybuf4s50_1, buf_4, nor2b_1, a22oi_1, o221ai_1, o22a_1, clkdlybuf4s50_1",
        "crit_path_frequent_cell": "clkdlybuf4s50_1",
        "worst_setup_path_start_kind": "primary input",
        "critPathKind": "primary input to primary output",
        "cp-startpoint": "Precision[1]",
        "cp.required_ns": 4.72,
    },
    "finish": {
        "fin_area_sq_um": 3220,
        "drive_above_1_share_pct": 9.46,
        "mostFrequentLayoutCells": "clkdlybuf4s50_1 (130), o221ai_1 (35), a21oi_1 (29)",
        "nClkBuffers": 0,
        "final_cells": 468,
        "register_area_sq_um": 0,
        "flops": 0,
        "final_common_cell": "clkdlybuf4s50_1",
        "areaGrowthSynthToFinish_pct": 60.0,
    },
    "yosys": {
        "syn-cell-area_sq_um": 2010,
        "synth_cell_types": 49,
        "ys_area_sq_um": 2010,
        "ys_warn_count": 1,
        "synth_area_per_cell_sq_um": 6.89,
        "yosys_cells": 292,
        "ys_seq_share_pct": 0,
        "syn_inst": 292,
    },
    "job": {
        "cap_violations": 0,
        "warnings": 32,
    },
    "status": {
        "outcome": "completed",
    },
    "cts": {
        "post_cts_buffers": 0,
        "cts-resized-gates": 0,
        "hold_buffers": 0,
    },
    "worst_hold_path": {
        "min_from": "Precision[3]",
        "hold_path_class": "primary input to primary output",
    },
    "global_routing": {
        "globalRouteOverflowTotal": 0,
        "grt_pass1_vias": 2832,
        "grt_pass1_wl_mm": 16.1,
        "grt_start_max_net_pins": 35,
        "antenna_found_initial": 0,
        "track_usage_pct": 18.7,
    },
    "floorplanning": {
        "die_y_um": 102,
        "die_width_um": 102,
        "die-area_sq_um": 10400,
        "fp_util_pct": 31.2,
        "core_sq_um": 6460,
        "io_pins": 132,
        "rows": 29,
    },
    "placed_design": {
        "place_congestion": 0.972,
        "dp_slack_ns": 0.886,
        "dp.cells": 468,
        "post_dp_cell_area_sq_um": 3220,
        "dpl.hpwl_mm": 7.99,
        "io_buffers": 132,
    },
}
-- per-stage QoR --
stage               total power [mW]  hold slack, ns  utilization [%]
CTS                            0.301            3.24             49.8
detailed placement             0.298            3.24             49.8
global route                   0.324            3.29             49.8
floorplan                      0.124            2.41                -
global placement               0.301            3.24             49.8
finish                         0.298            3.24             49.8
-- routing by layer --
metal / wire [um] / vias up / global-route usage [%]
met5: 0 / - / 0
met4: 155 / 0 / 2.93
met3: 1120 / 13 / 4.29
met2: 4840 / 170 / 29.5
met1: 4200 / 1342 / 25.7
li1: - / 1380 / -
-- kinds of logic (layout without fill, tap and decap cells) --
kind of cell | Yosys count | count (layout) | share of synthesized area, %
mux | 14 | 14 | 7.84
compound gates | 152 | 152 | 58.5
xor+xnor | 1 | 1 | 0.809
simple gates | 80 | 80 | 19.4
buf+inv | 45 | 144 | 13.5
-- power groups by stage --
stage | Clock (mW) | Sequential, mW | Combinational, mW
4_1_cts | 0 | 0 | 0.301
5_1_grt | 0 | 0 | 0.324
6_report | 0 | 0 | 0.298
-- synth_stat cells, types with 3 or more instances --
| cell | instances | area share, % |
|---|---|---|
| inv_1 | 3 | 0.56 |
| a21oi_1 | 29 | 7.2 |
| a32oi_1 | 4 | 1.7 |
| buf_6 | 4 | 2.2 |
| a222oi_1 | 4 | 2.0 |
| mux2_2 | 14 | 7.8 |
| nand2_1 | 28 | 5.2 |
| buf_2 | 16 | 4.0 |
| a21o_1 | 6 | 2.2 |
| o22a_1 | 7 | 3.0 |
| clkbuf_1 | 6 | 1.1 |
| o221ai_1 | 35 | 15 |
| o21ai_0 | 12 | 3.0 |
| buf_4 | 14 | 5.2 |
| a22o_1 | 7 | 3.0 |
| nor2_1 | 26 | 4.9 |
| o211ai_1 | 6 | 2.2 |
| a221o_1 | 8 | 4.0 |
| a22oi_1 | 15 | 5.6 |
| nor2b_1 | 7 | 2.2 |
| nor3_1 | 3 | 0.75 |
-- path summary, 6_finish.rpt --
path                   endpoint  slack [ns]  depth (start not counted)
worst max-delay path  I_MUX[12]        0.82                          7
worst min-delay path  W_MUX[24]        3.24                          4
-- area by class of cell --
class	instances	area, sq um
inverter	5	18.8
fill	614	3240
multi-input combinational	247	1740
timing repair buffer	139	1360
tap	77	96.3
Power figures rest on the tool's default switching activity, not on a simulated workload.
