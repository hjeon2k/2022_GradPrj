[run.sh]
#!/bin/bash
# OpenROAD 26Q1-2900-gdf79404cd8, Yosys 0.63+post, stock flow scripts
make -C /OpenROAD-flow-scripts/flow DESIGN_CONFIG=/design/flow/config.mk WORK_HOME=/design/flow/orfs finish
[config.mk]
export PLATFORM = sky130hd
export DESIGN_NAME = result_quantized
export DESIGN_NICKNAME = result_quantized
export VERILOG_FILES = /design/flow/design.v
export SDC_FILE = /design/flow/constraint.sdc
export NUM_CORES = 4
export LEC_CHECK = 1
export CORE_UTILIZATION = 50
[constraint.sdc]
current_design result_quantized

set clk_period 1.0
set clk_io_pct 0.2

create_clock -name clk0 -period $clk_period [get_ports {CLK}]

set non_clock_inputs [all_inputs -no_clocks]
set_input_delay [expr $clk_period * $clk_io_pct] -clock clk0 $non_clock_inputs
set_output_delay [expr $clk_period * $clk_io_pct] -clock clk0 [all_outputs]
[design.v]
module act_quant_vp #(
    parameter DATA_WIDTH = 29
)
(
input clk,
input rstn,
input [DATA_WIDTH-1:0] din,
input [1:0] fmap_precision,  
input [3:0] shift,
input vld_i,
input linear,
output reg [7:0] data_o,
output reg vld_o
);
integer MAX_VAL_8 = 127;
integer MIN_VAL_8 = -127;
integer MAX_VAL_4 = 7;
integer MIN_VAL_4 = -7;
integer MAX_VAL_2 = 1;
integer MIN_VAL_2 = -1;
always@(posedge clk, negedge rstn) begin
    if(!rstn) begin
        data_o <= 8'b0000_0000;
        vld_o <= 1'b0;
    end
    else begin
        vld_o <= 1'b0;
        data_o <= 8'b0000_0000;
        if (vld_i) begin
            vld_o <= 1'b1;
            case (fmap_precision)
                0: begin  
                    if ($signed(din) >= 0) begin
                        if ($signed(din) > (MAX_VAL_2 <<< shift)) begin
                            data_o <= MAX_VAL_2;
                        end
                        else data_o <= (din >>> shift);
                    end
                    else begin
                        if (linear) begin
                            if ($signed(din) < (MIN_VAL_2 <<< shift)) begin
                                data_o <= MIN_VAL_2;
                            end
                            else data_o <= ((din + (1 << (shift)) - 1) >>> (shift));
                        end
                        else begin
                            if ($signed(din) < (MIN_VAL_2 <<< (shift+3))) begin
                                data_o <= MIN_VAL_2;
                            end
                            else data_o <= ((din + (1 << (shift+3)) - 1) >>> (shift+3));
                        end
                    end
                end
                1: begin  
                    if ($signed(din) >= 0) begin
                        if ($signed(din) > (MAX_VAL_4 <<< shift)) begin
                            data_o <= MAX_VAL_4;
                        end
                        else data_o <= (din >>> shift);
                    end
                    else begin
                        if (linear) begin
                            if ($signed(din) < (MIN_VAL_4 <<< shift)) begin
                                data_o <= MIN_VAL_4;
                            end
                            else data_o <= ((din + (1 << (shift)) - 1) >>> (shift));
                        end
                        else begin
                            if ($signed(din) < (MIN_VAL_4 <<< (shift+3))) begin
                                data_o <= MIN_VAL_4;
                            end
                            else data_o <= ((din + (1 << (shift+3)) - 1) >>> (shift+3));
                        end
                    end
                end
                2: begin  
                    if ($signed(din) >= 0) begin
                        if ($signed(din) > (MAX_VAL_8 <<< shift)) begin
                            data_o <= MAX_VAL_8;
                        end
                        else data_o <= (din >>> shift);
                    end
                    else begin
                        if (linear) begin
                            if ($signed(din) < (MIN_VAL_8 <<< shift)) begin
                                data_o <= MIN_VAL_8;
                            end
                            else data_o <= ((din + (1 << (shift)) - 1) >>> (shift));
                        end
                        else begin
                            if ($signed(din) < (MIN_VAL_8 <<< (shift+3))) begin
                                data_o <= MIN_VAL_8;
                            end
                            else data_o <= ((din + (1 << (shift+3)) - 1) >>> (shift+3));
                        end
                    end
                end
            endcase
        end
    end
end
endmodule
`timescale 1ns / 1ps
module act_quant_wrapper #(
    parameter DATA_WIDTH = 28,
    parameter MAX_INPUT_WIDTH = 16
)
(
    input clk,
    input rstn,
    input [DATA_WIDTH*MAX_INPUT_WIDTH-1:0] din,
    input [1:0] fmap_precision,
    input [3:0] shift,
    input vld_i,
    input [4:0] layer_num,
    output [8*MAX_INPUT_WIDTH-1:0] data_o,
    output vld_o
);
wire [MAX_INPUT_WIDTH-1:0] act_vld_o;
  genvar i;
  generate
      for(i=0; i<MAX_INPUT_WIDTH; i=i+1) begin:act
      wire linear = (layer_num == 13 || layer_num == 20) ? 1'b1 : 1'b0;
        act_quant_vp #(.DATA_WIDTH(DATA_WIDTH)) u_act_quant_vp(.clk(clk), .rstn(rstn), .din(din[i*DATA_WIDTH +: DATA_WIDTH]), .fmap_precision(fmap_precision), .shift(shift), . vld_i(vld_i), .linear(linear), .data_o(data_o[i*8 +: 8]), .vld_o(act_vld_o[i]));
      end
  endgenerate
wire [DATA_WIDTH-1:0] din_debug = din[DATA_WIDTH-1:0];
wire [7:0] dout_debug = data_o[7:0];
assign vld_o = act_vld_o[0];
endmodule
module result_quantized ( CLK, RST, core_Done, core_Psum, layer_num, next_i_precision, shift, o_Vld, o_Data);
parameter DATA_WIDTH = 28;
parameter MAX_INPUT_WIDTH = 16;
input	CLK, RST;
input core_Done;
input [19*16-1:0] core_Psum;
input [4:0] layer_num;
input [1:0] next_i_precision;  
input [3:0] shift;
output o_Vld;
output [8*MAX_INPUT_WIDTH-1:0] o_Data;
act_quant_wrapper #(.DATA_WIDTH(DATA_WIDTH), .MAX_INPUT_WIDTH(MAX_INPUT_WIDTH)) u_act_quant_wrapper(.clk(CLK), .rstn(RST), .din(core_Psum), .fmap_precision(next_i_precision), .shift(shift), .vld_i(core_Done), .layer_num(layer_num), .data_o(o_Data), .vld_o(o_Vld));
endmodule
==> impl_metrics.ini <==
; implementation run metrics
[clock_network]
clockBufferDepth = 2
cts_buf_count = 9
clk_root_buffer_cell = sky130_fd_sc_hd__clkbuf_16
ctsHtreeMaxLevel = 3
tritoncts_num_sinks = 92

[logic_synthesis]
async_reset_ff_frac = 1.00
synthTopCellsByArea = sky130_fd_sc_hd__ha_1 30%, sky130_fd_sc_hd__a21oi_1 6.1%, sky130_fd_sc_hd__inv_1 5.0%
syn_area_per_cell_sq_um = 7.10
synth_flops = 92
yosysWarningCount = 2
synth.yosys.chip_area_sq_mm = 0.103
post_synth_top_cells = 2437 x sky130_fd_sc_hd__ha_1, 1374 x sky130_fd_sc_hd__inv_1, 1257 x sky130_fd_sc_hd__a21oi_1
netlist_area_sq_mm = 0.103
yosys.area.top_type = sky130_fd_sc_hd__ha_1
synth.yosys.num_cells = 14477
synth_largest_type_area_fraction = 0.297
synthDistinctLibCells = 110
dominantRegCellSynth = sky130_fd_sc_hd__dfrtp_1
yosys.stat.seqShare = 0.0224
synthesized_instance_count = 14477
enable_flop_cells = 0
yosysMostFrequentCell = sky130_fd_sc_hd__ha_1

[global_routing]
gr-total-overflow = 12
wire_length_of_the_first_global_routing_pass_microns = 1000000
grt_start_max_net_pins = 122
global_route.usage.total = 0.682
first_global_vias = 137454

[run_status]
failed_stage = 5_1_grt
status = aborted with a tool error
toolErrorMsg = [ERROR GRT-0116] Global routing finished with congestion. Check the congestion regions in the DRC Viewer.

[die]
fraction_of_the_core_area_occupied_by_cells_at_floorplan = 0.503
num_io_pins = 447
std_cell_rows = 166
horizontal_die_dimension_microns = 455
die_height_microns = 455

[place]
gp_routability_congestion = 1.37
placed_cells_incl_taps = 21573
placement.cell_area_sq_mm = 0.146
portBuffers = 441
detailed_place_hpwl_microns = 552000
## cell families after synthesis
family,share of synthesized area
AND-OR/OR-AND,0.318
XOR/XNOR,0.0304
adder cells (fa/ha/maj),0.301
buffers and inverters,0.0769
flip-flops,0.0224
multiplexers,0.0571
other,0.0000365
AND/OR/NAND/NOR,0.194
## routing by layer
metal  overflow  global-route usage
met3          0               0.481
met2          8               0.847
met5          0               0.196
met4          4               0.649
met1          0               0.726
## timing repair
action,4_1_cts
buffers inserted,154
pin swaps,329
gates resized,978
hold buffers,5
endpoints found under the setup margin,212
endpoints found under the hold margin,92
## through the flow
step | worst slack (ns) | hold WS, ns
global placement | -5.98 | 0.0929
detailed placement | -5.83 | 0.0919
floorplan | -5.38 | -0.0956
CTS | -4.37 | 0.0571
